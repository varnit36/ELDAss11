[./design.v]
`timescale 1ns / 1ps
module mod_mul(
input clock,
input start,
input [3:0] multiplicand, 
input [3:0] multiplier,        
output reg [7:0] product,
output busy
    );
always@(posedge start)begin
	product = $signed(multiplicand) * $signed(multiplier);
end
endmodule
[./run.sh]
#!/bin/bash
# OpenROAD 26Q1-2900-gdf79404cd8, Yosys 0.63+post, stock flow scripts
make -C /OpenROAD-flow-scripts/flow DESIGN_CONFIG=/design/flow/config.mk WORK_HOME=/design/flow/orfs finish
[./config.mk]
export PLATFORM = sky130hd
export DESIGN_NAME = mod_mul
export DESIGN_NICKNAME = mod_mul
export VERILOG_FILES = /design/flow/design.v
export SDC_FILE = /design/flow/constraint.sdc
export NUM_CORES = 4
export LEC_CHECK = 1
export CORE_AREA = 10 10 82 82
export DIE_AREA = 0 0 92 92
[./constraint.sdc]
current_design mod_mul

set clk_period 4.2
set clk_io_pct 0.2

create_clock -name clk0 -period $clk_period [get_ports {start}]

set non_clock_inputs [all_inputs -no_clocks]
set_input_delay [expr $clk_period * $clk_io_pct] -clock clk0 $non_clock_inputs
set_output_delay [expr $clk_period * $clk_io_pct] -clock clk0 [all_outputs]
==> reports/metrics.yaml <==
clock_tree:
  cts_setup_buffers: 0
  cts_buffers: 3
  cts_hold_buf: 0
  clockBufferDepth: 2
  cts_resized: 0
  clock_sinks: 8
  cts_tree: "done"
  clk_transition_reported_paths_ns: 0.04
  cts-root-buf: "clkbuf_8"
  htreeDepth: 1
placed_design:
  io_buffers: 16
  gp_congestion: 0.755
  hpwl_um: 1200
  place_area_mm2: 0.00101
power:
  power_leakage_nw: 0.510
  irDropWorstVdd_mv: 0.108
  powerDensity_mw_per_mm2: 345
finish:
  stdcell_area_mm2: 0.00105
  largest_reg_flops: 8
  synthToLayoutAreaGrowth_pct: 42.3
  fin_util_pct: 20.7
  drive_gt1_share_pct: 9.89
floorplan:
  core_area_mm2: 0.00507
  fp_util_pct: 14.5
  die_x_um: 92
  die_h_um: 92
  ioPinCount: 19
  row_count: 26
  chipArea_mm2: 0.00846
critical_path:
  crit_type: "input port to flop"
  critical-path-max-stage-delay_ns: 0.54
  crit_buf_inv: 2
  critPathArrivalTime_ns: 4.05
  start_kind: "input port"
  end_kind: "flop"
  cp_cell_sequence: "clkdlybuf4s50_1 > nand2_1 > fa_1 > fa_1 > fa_1 > inv_1 > ha_1 > fa_1 > a21o_1 > a21oi_1 > xnor2_1"
  cp.required_ns: 4.31
  crit_slowest_cell: "fa_1"
  worstPathMaxFanout: 4
  crit_family: "adder cells"
  cpMostUsedCell: "fa_1"
yosys:
  top_cells_by_area: "fa_1, dfxtp_1, ha_1"
  synth_cell_types: 18
  yosys_area_um2: 737
  yosysCellCount: 69
  netlist_instances: 69
  syn_area_um2: 737
  syn_avg_cell_area_um2: 10.7
  top_area_cell: "fa_1"
  ys_seq_share_pct: 21.7
  ys.flops: 8
  top_area_share_pct: 24.4
  ys_warn_count: 2
job:
  warning_count: 26
  cap_violations: 0
sta:
  min_period_ns: 3.94
  hold_violations: 0
  max_freq_mhz: 254
  setup_viol: 0
  rsz0062_at_grt: "false"
  slew_viol_final: 0
  finalCritPeriodShare_pct: 93.8
detailed_routing:
  drt_wl_total_um: 1270
  antenna_left: 0
  drtIter0Drc: 20
  wl_per_cell_um: 7.90
  drc: 0
  via_per_inst: 3.04
  firstDrtPassIters: 3
  via_count: 489
  antennaDiodeCount: 0
global_routing:
  grt_max_degree: 5
  grt_pass1_vias: 508
  overflow: 0
  grt_usage_pct: 3.11
  antenna_found_initial: 0
  grt_pass1_wl_um: 2230
hold_path:
  hold_path.class: "input port to flop"
status:
  outcome: "completed"
[metal layers]
layer,wire [um],up-vias,track usage [%]
met1,567,221,3.98
met5,0,-,0
met2,587,10,4.82
li1,-,256,-
met4,22,0,1.03
met3,94,2,1.07
[final cells by class]
class | count | area [um2]
Fill cell | 572 | 4030
Multi-Input combinational cell | 48 | 524
Timing Repair Buffer | 20 | 190
Sequential cell | 8 | 160
Tap cell | 70 | 87.6
Inverter | 12 | 45.0
Clock buffer | 3 | 41.3
[cells in the mapped netlist]
cell type	number
a21o_1	2
a21oi_1	2
and2_1	9
buf_4	1
conb_1	1
dfxtp_1	8
fa_1	9
ha_1	12
inv_1	12
nand2_1	2
nand2_2	1
nand2b_1	1
nor2_1	2
o21bai_1	1
xnor2_1	3
xnor2_2	1
xnor3_1	1
xor2_1	1
[metrics by stage]
stage / setup slack (ns) / instances / power [W] / TNS [ns] / hold slack (ns)
after floorplan: 0.545 / 69 / 0.000195 / 0 / 0.962
after global placement: 0.0248 / 158 / 0.000279 / 0 / 1.51
after detailed placement: -0.00227 / 158 / 0.000280 / -0.00227 / 1.52
after CTS: 0.230 / 161 / 0.000375 / 0 / 1.32
after global routing: 0.0694 / 161 / 0.000404 / 0 / 1.33
final: 0.262 / 161 / 0.000362 / 0 / 1.32
[logic make-up after synthesis]
kind of cell | share of synthesized area [%]
buffers and inverters | 7.13
AND/OR/NAND/NOR | 11.4
other | 0.509
XOR/XNOR | 10.0
AND-OR/OR-AND | 4.41
flip-flops | 21.7
adder cells (fa/ha/maj) | 44.8
[where the power goes]
| part | total (W) | internal (W) | leakage (nW) | switching (W) |
|---|---|---|---|---|
| clock network | 0.0000888 | 0.0000618 | 0.0216 | 0.0000270 |
| logic | 0.000163 | 0.000105 | 0.421 | 0.0000576 |
| registers | 0.000110 | 0.000104 | 0.0674 | 0.00000618 |
[path summary, 6_finish.rpt]
| check | cells past startpoint | to | start |
|---|---|---|---|
| worst max-delay path | 11 | product[7] | multiplier[2] |
| worst min-delay path | 3 | product[0] | multiplicand[0] |
[placed cells by master (no fill, tap or decap)]
master / n
xnor2_2: 1
o21bai_1: 1
a21oi_1: 2
clkdlybuf4s50_1: 16
a21o_1: 2
xnor3_1: 1
nand2_1: 2
buf_4: 4
xnor2_1: 3
nand2_2: 1
nand2b_1: 1
dfxtp_1: 8
fa_1: 9
clkbuf_8: 3
nor2_1: 2
and2_1: 9
xor2_1: 1
ha_1: 12
conb_1: 1
inv_1: 12
Power and IR drop assume default switching activity.
