## flow/config.mk

```make
export PLATFORM = sky130hd
export DESIGN_NAME = module_multiplier
export DESIGN_NICKNAME = module_multiplier
export VERILOG_FILES = /design/flow/design.v
export SDC_FILE = /design/flow/constraint.sdc
export NUM_CORES = 4
export LEC_CHECK = 1
export CORE_AREA = 10 10 110 110
export DIE_AREA = 0 0 120 120
```

## flow/constraint.sdc

```tcl
current_design module_multiplier

set clk_period 12.9
set clk_io_pct 0.2

create_clock -name clk0 -period $clk_period

set non_clock_inputs [all_inputs -no_clocks]
set_input_delay [expr $clk_period * $clk_io_pct] -clock clk0 $non_clock_inputs
set_output_delay [expr $clk_period * $clk_io_pct] -clock clk0 [all_outputs]
```

## flow/design.v

```verilog
`timescale 1ns / 1ps
module Booth(
input [3:0] A,
input [3:0] multiplier, 
input [4:0] multiplicand, 
output [3:0] A_left,
output [4:0] q_right
);
reg [3:0] temp_left;
reg [4:0] temp_right;
wire [3:0] sum1 = A + multiplier;
wire [3:0] sub1 = A + ~multiplier + 1;
always@(A,multiplier,multiplicand,sum1,sub1)begin
	if(multiplicand[1:0]==2'b00)begin
		temp_left={A[3],A[3:1]};
		temp_right={A[0],multiplicand[4:1]};
	end
	if(multiplicand[1:0]==2'b11)begin
		temp_left={A[3],A[3:1]};
		temp_right={A[0],multiplicand[4:1]};
	end
	if(multiplicand[1:0]==2'b01)begin
		temp_left={sum1[3],sum1[3:1]};	
		temp_right={sum1[0],multiplicand[4:1]};
	end
	if(multiplicand[1:0]==2'b10)begin
		temp_left={sub1[3],sub1[3:1]};
		temp_right={sub1[0],multiplicand[4:1]};
	end
end
assign A_left = temp_left;
assign q_right = temp_right;
endmodule
`timescale 1ns / 1ps
module module_multiplier(
input clock,
input start,
input [3:0] multiplicand1, 
input [3:0] multiplier1,        
output [7:0] product,
output busy
);
wire [3:0] left_out1;
wire [4:0] right_out1;
wire [3:0] left_out2;
wire [4:0] right_out2;
wire [3:0] left_out3;
wire [4:0] right_out3;
wire [3:0] left_out4;
wire [4:0] right_out4;
Booth b1(
	.A(4'b0000),
	.multiplier(multiplier1),
	.multiplicand({multiplicand1,1'b0}),
	.A_left(left_out1),
	.q_right(right_out1)
);
Booth b2(
	.A(left_out1),
	.multiplier(multiplier1),
	.multiplicand(right_out1),
	.A_left(left_out2),
	.q_right(right_out2)
);
Booth b3(
	.A(left_out2),
	.multiplier(multiplier1),
	.multiplicand(right_out2),
	.A_left(left_out3),
	.q_right(right_out3)
);
Booth b4(
	.A(left_out3),
	.multiplier(multiplier1),
	.multiplicand(right_out3),
	.A_left(left_out4),
	.q_right(right_out4)
);
assign product = {left_out4,right_out4[4:1]};
endmodule
```

## flow/run.sh

```bash
#!/bin/bash
# OpenROAD 26Q1-2900-gdf79404cd8, Yosys 0.63+post, stock flow scripts
make -C /OpenROAD-flow-scripts/flow DESIGN_CONFIG=/design/flow/config.mk WORK_HOME=/design/flow/orfs finish
```

==> summary.txt <==
run results: status=finished, final reports clean, CP arrival=approximately 9.3 ns, Die Size=14400 µm², critical path class=in -> out, vias per cell=approximately 3.1, PwrDens=~29 nW/µm², ys async rst share=0%, Congestion Overflow GR=0, Yosys chip area=between 1000 and 1500 µm², Resized Gates After CTS=0, area delta synth->final=29.7%, post-route clock period utilization=roughly 92%, final setup fails=0, fmax=~0.084 GHz, Total GRT Usage=approximately 3.3%, # DRC=0, yosys cell count=about 150, DRT Pass-1 Iters=4, beginning of the critical path=multiplier1[1], Post-synth top cells=dlxtn_1 (23), inv_1 (18), ha_1 (17), Yosys cell types=35, RSZ-0062 raised after global routing=false, Starting DRT DRC Count=13, Slew HR=between 60% and 70%, first-pass GRT wire length=between 4000 and 5000 µm, total I/O pin count=19, largest net degree at the start of global routing=11, chip width=between 100 and 150 µm, ys flops=23, Least-Margin Pin Slew=0.532 ns, die height=~120 µm, Post-CTS Repair Setup Buffers=0, Mapped Cells=about 150, syn avg cell area=about 8.8 µm², DRT Wirelength=~2300 µm, endpoints left unconstrained=23, most instantiated library cell after synthesis=dlxtn_1, row cnt=36, Pleak=between 0.7 and 0.8 nW, fill count=~1100, I/O Buffers=16, Syn. warnings=2, Placer Congestion=about 0.80, Hold-fix buffers, CTS=0, crit path launch type=input pin, Req. time, crit path=10.32 ns, area leader, netlist=dlxtn_1, Final Slew Violations=0, Max IR drop VDD=0.00588 mV, logic area=940 µm², post-layout min period=11.86 ns, Reg area=approximately 350 µm², FP Util=a little over an eighth, top cells by area=dlxtn_1 (27%), ha_1 (16%), fa_1 (9.3%), setup TNS=0 ns, Post-DP HPWL=roughly 2000 µm, Post-synth EDFFs=0, total core area=between 9000 and 10000 µm², via count=a little under 1000, crit path capture=product[7], antenna diode count=0, ys flop type=dlxtn_1, Synth Cell Area=about 1300 µm², number of global-route vias before repair=about 900, share of cells above drive strength 1=between 4 and 5%, Fin. Hold Viols=0, CP endpoint kind=output pin, initial antenna violation count=0, post-DR wirelength/cell=approximately 7.3 µm, Max FO, Critical Path=9, Max-area cell share=between 20% and 30%, tool warnings=between 40 and 50, Routed Antenna Nets=0, register pins left without a clock=23, Max-Cap Viols=0
[registers in the layout, indices dropped and copies added (netlist names)]
register	count
b3.temp_right	5
b4.temp_left	3
b2.temp_right	5
b3.temp_left	3
b4.temp_right	4
b2.temp_left	3
[kinds of logic after synthesis]
logic type	after synthesis	share of synthesized area, %
buf+inv	23	7.44
latches	23	26.7
mux	3	2.42
xor+xnor	12	8.12
compound gates	34	18.6
simple gates	28	10.8
fa+ha+maj	23	25.7
other cells	1	0.290
[report_power, final]
group | internal (mW) | total (mW) | switching, mW
Combinational | 0.0195 | 0.0399 | 0.0203
Sequential | 0.00721 | 0.00962 | 0.00241
Clock | 0 | 0 | 0
Total | 0.0267 | 0.0495 | 0.0228
[worst max-delay path, cell delays in order]
cell	delay (ns)
clkdlybuf4s50_1	0.80
inv_1	0.35
ha_1	0.29
xnor2_1	0.18
and2_1	0.29
ha_1	0.29
nand2_1	0.07
o2111ai_1	0.09
o21ai_0	0.12
xor2_1	0.17
o2bb2ai_1	0.12
dlxtn_1	0.46
ha_1	0.33
nor2b_4	0.15
a221oi_2	0.26
xnor2_1	0.16
o22ai_2	0.11
xor2_1	0.14
dlxtn_1	0.29
ha_1	0.39
inv_1	0.06
a221oi_1	0.30
xor2_1	0.11
o22ai_1	0.18
xor2_1	0.16
dlxtn_1	0.36
clkdlybuf4s50_1	0.46
[cell usage in the layout (no fill, tap or decap), types with 2 or more instances in the layout]
cell / count
a21oi_1: 9
a221oi_2: 3
clkdlybuf4s50_1: 16
conb_1: 24
dlxtn_1: 23
fa_1: 6
ha_1: 17
inv_1: 18
mux2i_1: 2
nand2_1: 10
nand2b_1: 3
nor2_1: 9
o21ai_0: 9
o22ai_1: 4
xnor2_1: 4
xor2_1: 8
[final cells by class]
| class | count | area share [%] |
|---|---|---|
| multi-input cells | 124 | 56.0 |
| flip-flops and latches | 23 | 20.6 |
| repair buffers | 16 | 9.54 |
| inverters | 18 | 4.02 |
| well taps | 133 | 9.91 |
[metal layers]
layer,track usage (%),wire (µm),up-vias
li1,-,-,533
met1,4.39,1070,428
met2,5.67,1100,16
met3,0.666,123,0
met4,0,0,0
met5,0,0,-
[per-stage QoR]
step	instance area (µm²)	std cells	util (%)	power [mW]	setup WS [ns]
finish	1680	314	17.2	0.0495	1.04
global route	1680	314	17.2	0.0568	0.455
CTS	1680	314	17.2	0.0504	0.912
detailed placement	1680	314	17.2	0.0502	0.943
global placement	1680	314	17.2	0.0494	0.953
floorplan	1380	170	-	0.0383	2.87
Power is estimated from default activity; no workload was simulated.
